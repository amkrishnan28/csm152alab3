===== flow/run.sh =====
#!/bin/bash
# OpenROAD 26Q1-2900-gdf79404cd8, Yosys 0.63+post, stock flow scripts
make -C /OpenROAD-flow-scripts/flow DESIGN_CONFIG=/design/flow/config.mk WORK_HOME=/design/flow/orfs finish

===== flow/config.mk =====
export PLATFORM = sky130hd
export DESIGN_NAME = top2
export DESIGN_NICKNAME = top2
export VERILOG_FILES = /design/flow/design.v
export SDC_FILE = /design/flow/constraint.sdc
export NUM_CORES = 4
export LEC_CHECK = 1
export CORE_UTILIZATION = 50

===== flow/constraint.sdc =====
current_design top2

set clk_period 6.7
set clk_io_pct 0.2

create_clock -name clk0 -period $clk_period [get_ports {clk}]

set non_clock_inputs [all_inputs -no_clocks]
set_input_delay [expr $clk_period * $clk_io_pct] -clock clk0 $non_clock_inputs
set_output_delay [expr $clk_period * $clk_io_pct] -clock clk0 [all_outputs]

===== flow/design.v =====
`timescale 1ns / 1ps
module clk(
 input clk_100MHz,   
   output reg clk_2Hz,     
   output reg clk_1Hz,     
   output reg clk_fast,    
   output reg clk_adjust   
    );
    reg [32:0] counter_2Hz;
    reg [32:0] counter_1Hz;
    reg [32:0] counter_fast;
    reg [32:0] counter_adjust;
    initial begin 
         clk_2Hz <= 0;
         clk_1Hz <= 0;
         clk_fast <= 0;
         clk_adjust <= 0;
     counter_2Hz <= 0;
       counter_1Hz <= 0;
       counter_fast <=0;
       counter_adjust <= 0;
    end
    always @(posedge clk_100MHz) begin
        counter_2Hz <= counter_2Hz + 1;
        counter_1Hz <= counter_1Hz + 1;
        counter_fast <= counter_fast + 1;
        counter_adjust <= counter_adjust + 1;
        if (counter_2Hz == 25_000_000) begin
            clk_2Hz <= ~clk_2Hz;
            counter_2Hz <= 0;
        end
        if (counter_1Hz == 50_000_000) begin
            clk_1Hz <= ~clk_1Hz;
            counter_1Hz <= 0;
        end
        if (counter_fast == 142857) begin
            clk_fast <= ~clk_fast;
            counter_fast <= 0;
        end
        if (counter_adjust == 50_000_000) begin
            clk_adjust <= ~clk_adjust;
            counter_adjust <= 0;
        end
    end
endmodule
`timescale 1ns / 1ps
module counting(
    input wire timer,
    input wire reset,
    input wire enable,
    input wire adjust, 
    input wire select,
    output reg [5:0] minutes,
    output reg [5:0] seconds
    );
    always @ (posedge timer or posedge reset) begin
        if (reset) begin
            seconds <= 0;
            minutes <= 0;
        end
        else if(adjust && enable) begin
            if(select == 0) begin
                if(minutes == 59) begin
                    minutes <= 0;
                end
                else begin
                    minutes <= minutes + 1; 
                end             
            end
            if (select == 1) begin 
                if(seconds == 59) begin
                    seconds <= 0;
                end
                else begin
                    seconds <= seconds + 1;
                end
            end
        end
        else if (seconds == 59) begin
            seconds <= 0;
            if(minutes == 59) begin
                minutes <= 0;
            end
            else begin
             minutes <= minutes + 1;
            end     
        end    
        else  begin
                if(enable) begin
                  seconds <= seconds + 1;
                end
        end     
    end
endmodule
`timescale 1ns / 1ps
module sevsegdisplay(
        input wire [5:0] min,
        input wire [5:0] sec,
        input wire adjust,
        input wire selection,
        input clk,
        output reg [0:6] seg,
        output reg [3:0] digit
    );
    reg hex;
    reg [1:0] digit_select;
    reg [3:0] secondOnes;
    reg [3:0] secondTens;
    reg [3:0] minuteOnes;
    reg [3:0] minuteTens;
    reg [16:0] refreshTimer;
    reg [16:0] blinkTimer;
    reg blink;
    initial begin
        refreshTimer = 0;
        secondOnes = 0;
        secondTens = 0;
        minuteOnes =0 ;
        minuteTens = 0;
        digit_select = 0;
        seg = 0;
        digit = 0;
        blink = 0;
    end
   always @ (posedge clk) begin
       if(adjust) begin
            if(blinkTimer == 100) begin
                 blinkTimer <= 0;
                 blink = ~blink;
            end
            else begin
                blinkTimer <= blinkTimer + 1;
            end
        end
        else begin
            blink <= 0;
            blinkTimer <= 0;
        end
        digit_select <= digit_select + 1;
   end
   always @(digit_select) begin
        case (digit_select)
            2'b00 : digit = 4'b1110; 
            2'b01 : digit = 4'b1101;
            2'b10 : digit = 4'b1011;
            2'b11 : digit = 4'b0111;
        endcase
   end
     always @ (secondOnes, secondTens, minuteOnes, minuteTens) begin
        secondOnes = sec % 10;
        secondTens = sec / 10;
        minuteOnes = min % 10;
        minuteTens = min / 10;
       case(digit_select)
                2'b00 : begin
                case(secondOnes)
                   4'b0000: seg= 7'b000_0001;     
                   4'b0001: seg = 7'b100_1111;     
                   4'b0010: seg = 7'b001_0010;     
                   4'b0011: seg = 7'b000_0110;     
                   4'b0100: seg = 7'b100_1100;     
                   4'b0101: seg = 7'b010_0100;     
                   4'b0110: seg = 7'b010_0000;     
                   4'b0111: seg = 7'b000_1111;     
                   4'b1000: seg= 7'b000_0000;     
                   4'b1001: seg = 7'b000_0100;     
                   default: seg= 7'b000_0100;  
                endcase 
                if(adjust == 1) begin
                    if(selection == 1) begin
                        if(blink == 1) begin
                            seg= 7'b111_1111;
                        end
                    end
                end
                end
                2'b01 : begin
                case(secondTens)
                      4'b0000: seg= 7'b000_0001;     
                                  4'b0001: seg = 7'b100_1111;     
                                  4'b0010: seg = 7'b001_0010;     
                                  4'b0011: seg = 7'b000_0110;     
                                  4'b0100: seg = 7'b100_1100;     
                                  4'b0101: seg = 7'b010_0100;     
                                  4'b0110: seg = 7'b010_0000;     
                                  4'b0111: seg = 7'b000_1111;     
                                  4'b1000: seg= 7'b000_0000;     
                                  4'b1001: seg = 7'b000_0100;     
                                  default: seg= 7'b000_0100;  
                endcase
                 if(adjust == 1) begin
                    if(selection == 1) begin
                        if(blink == 1) begin
                            seg= 7'b111_1111;
                        end
                    end
                end
                end
                2'b10 : begin
                case(minuteOnes)
                4'b0000: seg= 7'b000_0001;     
                                  4'b0001: seg = 7'b100_1111;     
                                  4'b0010: seg = 7'b001_0010;     
                                  4'b0011: seg = 7'b000_0110;     
                                  4'b0100: seg = 7'b100_1100;     
                                  4'b0101: seg = 7'b010_0100;     
                                  4'b0110: seg = 7'b010_0000;     
                                  4'b0111: seg = 7'b000_1111;     
                                  4'b1000: seg= 7'b000_0000;     
                                  4'b1001: seg = 7'b000_0100;     
                                  default: seg= 7'b000_0100;  
                endcase
                if(adjust == 1) begin
                    if(selection == 0) begin
                        if(blink == 1) begin
                            seg= 7'b111_1111;
                        end
                    end
                end
                end
                2'b11 : begin
                case(minuteTens)
                     4'b0000: seg= 7'b000_0001;     
                                  4'b0001: seg = 7'b100_1111;     
                                  4'b0010: seg = 7'b001_0010;     
                                  4'b0011: seg = 7'b000_0110;     
                                  4'b0100: seg = 7'b100_1100;     
                                  4'b0101: seg = 7'b010_0100;     
                                  4'b0110: seg = 7'b010_0000;     
                                  4'b0111: seg = 7'b000_1111;     
                                  4'b1000: seg= 7'b000_0000;     
                                  4'b1001: seg = 7'b000_0100;     
                                  default: seg= 7'b000_0100;  
                endcase
                if(adjust == 1) begin
                    if(selection == 0) begin
                        if(blink == 1) begin
                            seg= 7'b111_1111;
                        end
                    end
                end
               end
         endcase
       end
endmodule
module top2 (
    input wire clk,
    input wire btnD,
    input wire btnU,
    output wire [0:6] seg,
    output wire [3:0] an
);
    reg enable;
    reg reset;
    wire [5:0] minutes;
    wire [5:0] seconds;
    wire clk_100MHz;  
   wire  clk_2Hz;     
   wire  clk_1Hz;     
   wire  clk_fast;    
   wire clk_adjust;
    clk clock (
        .clk_100MHz(clk),   
        .clk_2Hz(clk_2Hz),
        .clk_1Hz(clk_1Hz),
        .clk_fast(clk_fast),
        .clk_adjust(clk_adjust)
    );
    counting uut (
        .timer(clk_1Hz),
        .reset(reset),
        .enable(enable),
        .minutes(minutes),
        .seconds(seconds)
    );
    sevsegdisplay display (
        .min(minutes),
        .sec(seconds),
        .clk(clk),
        .seg(seg),
        .digit(an) 
    );
    always @ (posedge clk) begin
        reset = btnD;
        if(btnU == 1) begin
            enable = ~enable;
        end
    end
endmodule

==> impl_metrics.xml <==
<?xml version="1.0" encoding="UTF-8"?>
<metrics>
  <group name="layout">
    <metric name="drive_above_1_share" unit="%">4.526</metric>
    <metric name="final.fill_count" unit="">668</metric>
    <metric name="seq_area" unit="sq mm">0.001081</metric>
    <metric name="flow.area_growth_from_synthesis" unit="%">7.246</metric>
    <metric name="post_layout_nonfiller_instances" unit="">563</metric>
    <metric name="comb_area" unit="sq mm">0.002497</metric>
    <metric name="finish.instance_area" unit="sq mm">0.004093</metric>
  </group>
  <group name="final_timing">
    <metric name="timing.max_slew.rel_slack" unit="%">47.93</metric>
    <metric name="clock-skew-final" unit="ns">0.001988</metric>
    <metric name="timing.final.crit_period" unit="ns">3.896</metric>
    <metric name="fmax" unit="GHz">0.2566</metric>
    <metric name="setup_viol" unit="">0</metric>
    <metric name="setup_slack" unit="ns">2.804</metric>
    <metric name="unclocked_regs" unit="">12</metric>
    <metric name="post-route-period-util" unit="%">58.16</metric>
    <metric name="drv_slew" unit="">0</metric>
    <metric name="finalHoldViolations" unit="">0</metric>
    <metric name="grt_setup_unrepaired" unit="">no</metric>
    <metric name="timing_worst_slew_pin_value" unit="ns">0.7782</metric>
    <metric name="unconstrained_endpoints" unit="">12</metric>
    <metric name="fin_tns_setup" unit="ns">0</metric>
    <metric name="final.hold.worst_slack" unit="ns">0.4578</metric>
  </group>
  <group name="place">
    <metric name="placed_cells" unit="">555</metric>
    <metric name="gp_congestion" unit="">0.9105</metric>
    <metric name="placement.cell_area" unit="sq mm">0.004001</metric>
    <metric name="place_hpwl" unit="mm">5.958</metric>
    <metric name="numPortBuffers" unit="">13</metric>
    <metric name="place_ws" unit="ns">3.089</metric>
  </group>
  <group name="routing">
    <metric name="totalWireLength" unit="mm">7.656</metric>
    <metric name="number_of_vias_in_the_routed_layout" unit="">3125</metric>
    <metric name="dr.first_iter.drc_count" unit="">202</metric>
    <metric name="antenna_cells" unit="">0</metric>
    <metric name="drc_errors" unit="">0</metric>
    <metric name="drt_pre_antenna_iters" unit="">4</metric>
    <metric name="ant_nets" unit="">0</metric>
    <metric name="drt-vias-per-instance" unit="">5.551</metric>
    <metric name="drt-wirelength-per-cell" unit="microns">13.60</metric>
  </group>
  <group name="flow_run">
    <metric name="stage_log_warnings" unit="">57</metric>
    <metric name="max_capacitance_violation_total" unit="">0</metric>
  </group>
  <group name="cts">
    <metric name="post_cts.repair.setup_buffers" unit="">0</metric>
    <metric name="clkSlewWorstSetupHoldPaths" unit="ns">0.07</metric>
    <metric name="cts_max_level" unit="">2</metric>
    <metric name="postCtsResizedCells" unit="">0</metric>
    <metric name="cts_root_buffer" unit="">sky130_fd_sc_hd__clkbuf_8</metric>
    <metric name="cts_tree" unit="">built</metric>
    <metric name="cts_hold_repair.buffers" unit="">0</metric>
    <metric name="cts.path.max_buffers" unit="">2</metric>
    <metric name="insertion_delay" unit="ns">0.28</metric>
    <metric name="cts_made_buffers" unit="">5</metric>
  </group>
  <group name="worst_hold_path">
    <metric name="classification_of_the_worst_slack_hold_path" unit="">reg -&gt; reg</metric>
  </group>
  <group name="floorplanning">
    <metric name="fp-utilization" unit="%">52.06</metric>
    <metric name="die-height" unit="microns">89.37</metric>
    <metric name="die-width" unit="microns">89.37</metric>
    <metric name="design.die.area" unit="sq mm">0.007986</metric>
    <metric name="total_i_o_pin_count" unit="">14</metric>
    <metric name="placement_rows" unit="">31</metric>
    <metric name="core-area" unit="sq mm">0.007331</metric>
  </group>
  <group name="synth">
    <metric name="postSynthSeqShare" unit="%">28.33</metric>
    <metric name="mappedNetlistArea" unit="sq mm">0.003816</metric>
    <metric name="area_leaders" unit="">sky130_fd_sc_hd__dfxtp_1, sky130_fd_sc_hd__ha_1, sky130_fd_sc_hd__dfrtp_1, sky130_fd_sc_hd__xnor2_1, sky130_fd_sc_hd__inv_1</metric>
    <metric name="yosys-stat-area" unit="sq mm">0.003816</metric>
    <metric name="ys_cells" unit="">456</metric>
    <metric name="synthDominantAreaCellType" unit="">sky130_fd_sc_hd__dfxtp_1</metric>
    <metric name="synthDominantCellAreaShare" unit="%">18.89</metric>
    <metric name="edf_count" unit="">2</metric>
    <metric name="post_synth_most_frequent_cells" unit="">sky130_fd_sc_hd__ha_1, sky130_fd_sc_hd__inv_1, sky130_fd_sc_hd__nor2_1</metric>
    <metric name="synthMostInstantiatedCell" unit="">sky130_fd_sc_hd__ha_1</metric>
    <metric name="syn-instance-count" unit="">456</metric>
    <metric name="synth.lib_cells_used.distinct" unit="">72</metric>
    <metric name="ys_warn_count" unit="">8</metric>
    <metric name="synth.ff_latch_count" unit="">50</metric>
    <metric name="synthFlopType" unit="">sky130_fd_sc_hd__dfxtp_1</metric>
    <metric name="synth-async-reset-ratio" unit="%">24.00</metric>
    <metric name="syn_avg_cell_area" unit="sq um">8.369</metric>
  </group>
  <group name="grt">
    <metric name="via_count_of_the_first_global_routing_pass" unit="">2805</metric>
    <metric name="grt_use_total" unit="%">20.94</metric>
    <metric name="antenna_found_initial" unit="">0</metric>
    <metric name="grt_overflow" unit="">0</metric>
    <metric name="maximum_number_of_pins_on_one_net_before_global_route_repair" unit="">28</metric>
    <metric name="first_pass_grt_wire_length" unit="mm">12.90</metric>
  </group>
  <group name="power">
    <metric name="internal_power" unit="W">0.0003128</metric>
    <metric name="switching_power" unit="W">0.00007544</metric>
    <metric name="comb_power_share" unit="%">0.9</metric>
    <metric name="max-vdd-ir-drop" unit="uV">137.4</metric>
    <metric name="power.switching_fraction" unit="%">19.43</metric>
    <metric name="power-per-cell-area" unit="mW/mm^2">94.86</metric>
    <metric name="leakage" unit="nW">1.740</metric>
    <metric name="seq_power_share" unit="%">59.0</metric>
    <metric name="clock_network_power_share" unit="%">40.1</metric>
  </group>
  <group name="critical_path">
    <metric name="worst-endpoint-arrival" unit="ns">2.56</metric>
    <metric name="worst-setup-path-type" unit="">reg -&gt; out</metric>
    <metric name="crit_required" unit="ns">5.36</metric>
    <metric name="setup.worst_path.end_class" unit="">primary output</metric>
    <metric name="worst_setup_path_start_kind" unit="">flop</metric>
    <metric name="critical_path_peak_fanout" unit="">5</metric>
  </group>
  <group name="outcome">
    <metric name="outcome" unit="">finished clean</metric>
  </group>
</metrics>
[logic make-up (layout without fill, tap and decap cells)]
logic type	Yosys count	count (layout)	share of synthesized area [%]
buffers and inverters	57	65	6.393
multiplexers	8	8	2.262
XOR/XNOR	36	36	8.262
AND/OR/NAND/NOR	166	166	22.98
adder cells (fa/ha/maj)	44	44	14.43
AND-OR/OR-AND	95	95	17.34
flip-flops	50	50	28.33
[layer usage]
layer	up-vias	GRT usage [%]	wire, microns
li1	1626	-	-
met5	-	0	0
met3	6	1.966	190
met2	47	36.99	3784
met4	0	2.165	73
met1	1446	29.45	3608
[layout make-up]
| type | count | share of cell area [%] |
|---|---|---|
| inverter | 43 | 3.944 |
| clock buffer | 7 | 2.109 |
| multi-input combinational | 349 | 61.02 |
| clock inverter | 1 | 0.1223 |
| sequential | 50 | 26.41 |
| timing repair buffer | 14 | 3.363 |
| tap | 99 | 3.027 |
[sequential cells by signal, indices dropped and copies added, names as in the netlist]
signal,flops
clock.clk_1Hz,1
clock.counter_1Hz,33
display.digit_select,2
enable,1
reset,1
uut.minutes,6
uut.seconds,6
[worst paths after layout]
check	startpoint	to	slack, ns	depth (start not counted)
setup / recovery	display.digit_select[0]$_DFF_P_	seg[1]	2.80	8
hold / removal	clock.counter_1Hz[32]$_SDFF_PN0_	clock.counter_1Hz[32]$_SDFF_PN0_	0.46	1
setup reg to reg	clock.counter_1Hz[0]$_SDFF_PN0_	clock.counter_1Hz[30]$_SDFF_PN0_	4.23	8
hold reg to reg	clock.counter_1Hz[32]$_SDFF_PN0_	clock.counter_1Hz[32]$_SDFF_PN0_	0.46	1
[worst max-delay path, stage by stage, from the launching register on]
cell and delay (ns):
sky130_fd_sc_hd__dfxtp_1 0.35, sky130_fd_sc_hd__inv_1 0.13, sky130_fd_sc_hd__ha_1 0.19, sky130_fd_sc_hd__inv_1 0.07, sky130_fd_sc_hd__or3_1 0.34, sky130_fd_sc_hd__o22ai_1 0.25
sky130_fd_sc_hd__nor3b_1 0.26, sky130_fd_sc_hd__a2bb2oi_1 0.21, sky130_fd_sc_hd__clkdlybuf4s50_1 0.48
[power groups by stage]
| stage | clock (W) | combinational [W] | sequential [W] |
|---|---|---|---|
| 4_1_cts | 0.000164 | 0.00000380 | 0.000229 |
| 5_1_grt | 0.000174 | 0.00000442 | 0.000229 |
| 6_report | 0.000156 | 0.00000365 | 0.000229 |
[through the flow]
step                utilization (%)  power [W]
floorplan                         -  0.0002360
detailed placement            54.58  0.0002380
CTS                           55.83  0.0003965
finish                        55.83  0.0003882
global placement              54.58  0.0002380
global route                  55.83  0.0004077
[cells in the final DEF (no fill, tap or decap), types with 4 or more instances in the layout]
master                            count
sky130_fd_sc_hd__nor2b_1              5
sky130_fd_sc_hd__o211ai_1             6
sky130_fd_sc_hd__clkdlybuf4s50_1     13
sky130_fd_sc_hd__or2_2                5
sky130_fd_sc_hd__a21oi_1             12
sky130_fd_sc_hd__nor3_1              11
sky130_fd_sc_hd__xor2_1              16
sky130_fd_sc_hd__inv_1               42
sky130_fd_sc_hd__clkbuf_8             6
sky130_fd_sc_hd__o221ai_1             6
sky130_fd_sc_hd__o21a_1               4
sky130_fd_sc_hd__o21ai_0             22
sky130_fd_sc_hd__nand3b_1             4
sky130_fd_sc_hd__dfxtp_1             36
sky130_fd_sc_hd__nand2_1             36
sky130_fd_sc_hd__ha_1                44
sky130_fd_sc_hd__nand2b_1             4
sky130_fd_sc_hd__mux2i_1              5
sky130_fd_sc_hd__dfrtp_1             12
sky130_fd_sc_hd__nand4_1             14
sky130_fd_sc_hd__nand3_1             19
sky130_fd_sc_hd__xnor2_1             20
sky130_fd_sc_hd__nor4_1               6
sky130_fd_sc_hd__nor2_1              38
sky130_fd_sc_hd__a22o_1               5
sky130_fd_sc_hd__a31oi_1              5
Power is estimated from default activity; no workload was simulated.
