File: run.sh
#!/bin/bash
# OpenROAD 26Q1-2900-gdf79404cd8, Yosys 0.63+post, stock flow scripts
make -C /OpenROAD-flow-scripts/flow DESIGN_CONFIG=/design/flow/config.mk WORK_HOME=/design/flow/orfs finish
File: config.mk
export PLATFORM = sky130hd
export DESIGN_NAME = stopwatch
export DESIGN_NICKNAME = stopwatch
export VERILOG_FILES = /design/flow/design.v
export SDC_FILE = /design/flow/constraint.sdc
export NUM_CORES = 4
export LEC_CHECK = 1
export CORE_AREA = 10 10 70 70
export DIE_AREA = 0 0 80 80
File: constraint.sdc
current_design stopwatch

set clk_period 1.3
set clk_io_pct 0.2

create_clock -name clk0 -period $clk_period [get_ports {clk}]

set non_clock_inputs [all_inputs -no_clocks]
set_input_delay [expr $clk_period * $clk_io_pct] -clock clk0 $non_clock_inputs
set_output_delay [expr $clk_period * $clk_io_pct] -clock clk0 [all_outputs]
File: design.v
module stopwatch(
    input clk,   
    input reset,  
    input start,   
    output reg [31:0] timer,           
    output reg enable_counting,        
    output reg enable_pause            
);
    reg [1:0] state;
    always @(posedge clk) begin
        if (reset) begin
            timer <= 0;
            enable_counting <= 0;
            enable_pause <= 0;
            state <= 0; 
        end
            if (state == 1) begin 
                if (start == 1) begin
                    enable_counting <= 1;
                    enable_pause <= 0;
                end
                else begin
                    enable_counting <= 0;
                    enable_pause <= 1;
                    state <= 2;
                end
           if (state == 2) begin 
                if (start) begin
                    enable_counting <= 0;
                    enable_pause <= 1;
                end
                else begin
                    enable_counting <= 1;
                    enable_pause <= 0;
                    state <= 1;
                end
            end
            else begin 
                if (start) begin
                    enable_counting <= 1;
                    enable_pause <= 0;
                    state <= 1;
                end
                else begin
                    enable_counting <= 0;
                    enable_pause <= 1;
                    state <= 2;
                end
            end
        end
    end
endmodule
==> results.rst <==
Synthesis and place-and-route
=============================

.. list-table::
   :header-rows: 1

   * - Metric
     - Value
   * - Critical path arrival
     - approximately 1100 ps
   * - Number of DRC markers in iteration 0
     - 21
   * - Maximum number of pins on one net before global-route repair
     - 5
   * - Hold Path Origin
     - state[1]
   * - Final hold violations
     - 0
   * - Pre-antenna DRT Iters
     - 2
   * - Average wire length per cell after detail routing
     - 6.69 um
   * - Seq/Total Area, Yosys
     - 25.6%
   * - Core utilization before placement
     - a little under an eighth
   * - Biggest area consumer among synthesized cells
     - sky130_fd_sc_hd__buf_4
   * - Share of post-route cells with drive strength above 1
     - about a tenth
   * - Setup Viol. Count Final
     - 0
   * - Total negative slack
     - 0 ps
   * - Max_cap viols
     - 0
   * - Total CTS buffers
     - 3
   * - Number of global-route vias before repair
     - around 240
   * - Leftover overflow at the end of global routing
     - 0
   * - Standard-cell rows
     - 21
   * - CTS Root Buffer Type
     - sky130_fd_sc_hd__clkbuf_4
   * - GPL Wtd Cong
     - approximately 0.66
   * - Initial antenna violation count
     - 0
   * - Tot GR Track Use
     - 1.72%
   * - Endpoint of the worst hold-timing path
     - state[1]
   * - Fmax
     - approximately 950 MHz
   * - Pins Over Slew Limit
     - 0
   * - Leakage power
     - 0.213 nW
   * - Post-synthesis cell type count
     - 11
   * - HPWL after DPL
     - a little under 600 um
   * - IR Drop Worst-Case VDD
     - around 0.17 mV
   * - Reg-to-reg setup timing slack
     - about 440 ps
   * - Number of buffers added to fix hold violations after cts
     - 0
   * - FF+latch count, synth
     - 4
   * - Vias per cell
     - about 1.9
   * - Total number of warnings across the stage logs
     - 25
   * - Core area
     - around 3400 um2
   * - Worst reg-to-reg path cell count
     - 1
   * - Maximum root-to-sink buffer count
     - 2
   * - Crit path capture type
     - flip-flop
   * - Total I/O pin count
     - 37
   * - Die width
     - 80 um
   * - Residual DRC count
     - 0
   * - Share of the synthesized area in the top cell type
     - approximately three fifths
   * - Die area
     - 6400 um2
   * - Post-Synthesis Cell Area
     - ~400 um2
   * - Run status
     - finished, final reports clean
   * - Count of instantiated cells in the yosys netlist
     - ~45
   * - Post-route antenna net violation count
     - 0
   * - Die Height
     - ~80 um
   * - Setup repair after global routing missed its margin
     - false
   * - Launching element type of the critical path
     - primary input
   * - Cell count after synthesis
     - around 45
   * - Worst Path Max Fanout
     - 3
   * - Wire length of the first global-routing pass
     - ~930 um
   * - Flop area
     - 100 um2
   * - Layout overhead on the synthesized area
     - 1.28%
   * - Combinational gate area
     - approximately 160 um2
   * - Filler cell count in the final layout
     - ~400
   * - Endpoint of the worst-slack reg-to-reg timing path
     - enable_counting
   * - Final worst path period share
     - roughly 81%
   * - Shortest clock period the worst path allows after layout
     - about 1100 ps
   * - Depth of the worst hold-timing path
     - 2
   * - Clock-pin slew of the registers on the worst-case setup and hold paths
     - 40 ps
   * - Clock insertion delay at the later pin of the skew report
     - 240 ps
   * - Final Core Density
     - 11.6%
   * - Total inserted antenna cells
     - 0
   * - Tally of yosys warning messages
     - 1
   * - Worst Skew
     - 5.35 ps
   * - Input/output buffers
     - 4
   * - Sink Count
     - 4
   * - Post-Syn Area per Cell
     - 8.67 um2
   * - Detailed Route WL
     - around 660 um
   * - Required @ worst endpoint
     - 1290 ps
   * - # Post-CTS Setup Buffers
     - 0
   * - Cell Area, Placed
     - around 360 um2
   * - Power per cell area
     - approximately 830 nW/um2
   * - Type of the tightest min-delay check
     - flip-flop to flip-flop
   * - RR Startpoint
     - state[2]
   * - # H-tree levels
     - 1
   * - Final Worst Setup Slack
     - between 200 and 250 ps
   * - Critical path type
     - primary input to flip-flop
   * - Area of all placed cells without fillers
     - ~400 um2
   * - Yosys stat area
     - 390 um2
   * - Post-Place Worst Slack
     - -4.86 ps
   * - Biggest area contributors in the synthesized netlist
     - sky130_fd_sc_hd__buf_4 62%, sky130_fd_sc_hd__edfxtp_1 15%, sky130_fd_sc_hd__dfxtp_1 10%
   * - Detailed-route via count
     - 185
   * - Clock tree from TritonCTS
     - yes
through the flow:
stage          hold slack (ps)  power, W  std cells
2_1_floorplan              354  0.000209         76
3_3_place_gp               466  0.000162         94
3_5_place_dp               475  0.000162         94
4_1_cts                    485  0.000338         98
5_1_grt                    530  0.000352         98
6_report                   482  0.000327         98
placed cells by master, fill, tap and decap left out, types with 2 or more instances in the layout:
cell	n
sky130_fd_sc_hd__conb_1	32
sky130_fd_sc_hd__clkbuf_4	3
sky130_fd_sc_hd__edfxtp_1	2
sky130_fd_sc_hd__dfxtp_1	2
sky130_fd_sc_hd__dlymetal6s2s_1	2
sky130_fd_sc_hd__inv_1	2
sky130_fd_sc_hd__clkdlybuf4s50_1	2
where the power goes:
group	leakage (nW)	switching (W)	internal, W
combinational	0.162	0.00000992	0.00000992
clock	0.0150	0.0000558	0.000115
sequential	0.0363	0.000000576	0.000135
cell type report:
type	count	share of cell area [%]
tap	46	14.6
inverter	2	1.90
clock buffer	4	6.65
multi-input combinational	38	40.2
sequential	4	25.3
timing repair buffer	4	11.4
per-layer routing:
| layer | GRT usage, % | wire length (um) |
|---|---|---|
| met1 | 1.94 | 273 |
| met4 | 0.528 | 0 |
| met3 | 0.909 | 50 |
| met2 | 2.73 | 333 |
| met5 | 0 | 0 |
sequential cells by signal, indices dropped and copies added, names as in the netlist:
signal           cells
enable_counting      1
enable_pause         1
state                2
synthesized netlist by cell type:
master,n
sky130_fd_sc_hd__nor2_1,1
sky130_fd_sc_hd__or2_2,1
sky130_fd_sc_hd__inv_1,2
sky130_fd_sc_hd__conb_1,1
sky130_fd_sc_hd__edfxtp_1,2
sky130_fd_sc_hd__and2_2,1
sky130_fd_sc_hd__and2_1,1
sky130_fd_sc_hd__buf_4,32
sky130_fd_sc_hd__xor2_1,1
sky130_fd_sc_hd__o22ai_1,1
sky130_fd_sc_hd__dfxtp_1,2
cells by family after synthesis:
family          Yosys count  share of synthesized area (%)
buf+inv                  34                           63.5
flops                     4                           25.6
simple gates              4                           6.09
compound gates            1                           1.60
xor+xnor                  1                           2.24
other cells               1                          0.961
worst max path at each step:
| stage | endpoint | slack (ps) | depth (start not counted) | from |
|---|---|---|---|---|
| final | enable_counting | 250 | 3 | start |
| after global routing | enable_counting | 200 | 3 | start |
| after CTS | enable_pause | 4 | 1 | enable_pause |
what timing repair did:
item,CTS,global route
setup endpoints to repair,0,2
gates resized,0,2
endpoints found under the hold margin,0,0
critical path, cell delays in order:
cell                              delay [ps]
sky130_fd_sc_hd__clkdlybuf4s50_1         450
sky130_fd_sc_hd__xor2_1                  180
sky130_fd_sc_hd__and2_1                  150
Power figures rest on the tool's default switching activity, not on a simulated workload.
